===== run.sh =====
#!/bin/bash
# OpenROAD 26Q1-2900-gdf79404cd8, Yosys 0.63+post, stock flow scripts
make -C /OpenROAD-flow-scripts/flow DESIGN_CONFIG=/design/flow/config.mk WORK_HOME=/design/flow/orfs finish

===== config.mk =====
export PLATFORM = sky130hd
export DESIGN_NAME = pipeline_registers
export DESIGN_NICKNAME = pipeline_registers
export VERILOG_FILES = /design/flow/design.v
export SDC_FILE = /design/flow/constraint.sdc
export NUM_CORES = 4
export LEC_CHECK = 1
export CORE_AREA = 10 10 450 450
export DIE_AREA = 0 0 460 460

===== constraint.sdc =====
current_design pipeline_registers

set clk_period 9.8
set clk_io_pct 0.2

create_clock -name clk0 -period $clk_period [get_ports {clk}]

set non_clock_inputs [all_inputs -no_clocks]
set_input_delay [expr $clk_period * $clk_io_pct] -clock clk0 $non_clock_inputs
set_output_delay [expr $clk_period * $clk_io_pct] -clock clk0 [all_outputs]

===== design.v =====
module pipeline_registers (
    input wire clk,
    input wire rst,
    input wire stall_if_id,
    input wire flush_if_id,
    input wire stall_id_ex,
    input wire flush_id_ex,
    input wire stall_ex_mem,
    input wire flush_ex_mem,
    input wire stall_mem_wb,
    input wire flush_mem_wb,
    input wire [63:0] if_pc,
    input wire [31:0] if_instruction,
    output reg [63:0] id_pc,
    output reg [31:0] id_instruction,
    input wire [63:0] id_rs1_data,
    input wire [63:0] id_rs2_data,
    input wire [63:0] id_immediate,
    input wire [4:0] id_rs1_addr,
    input wire [4:0] id_rs2_addr,
    input wire [4:0] id_rd_addr,
    input wire [2:0] id_funct3,
    input wire [6:0] id_funct7,
    input wire id_mem_read,
    input wire id_mem_write,
    input wire id_reg_write,
    input wire id_alu_src_b_sel,
    output reg [63:0] ex_rs1_data,
    output reg [63:0] ex_rs2_data,
    output reg [63:0] ex_immediate,
    output reg [4:0] ex_rs1_addr,
    output reg [4:0] ex_rs2_addr,
    output reg [4:0] ex_rd_addr,
    output reg [2:0] ex_funct3,
    output reg [6:0] ex_funct7,
    output reg ex_mem_read,
    output reg ex_mem_write,
    output reg ex_reg_write,
    output reg ex_alu_src_b_sel,
    input wire [63:0] ex_alu_result,
    input wire [63:0] ex_rs2_data_fwd,
    output reg [63:0] mem_alu_result,
    output reg [63:0] mem_write_data,
    output reg [4:0] mem_rd_addr,
    output reg mem_mem_read,
    output reg mem_mem_write,
    output reg mem_reg_write,
    input wire [63:0] mem_read_data,
    input wire [63:0] mem_alu_result_in,
    output reg [63:0] wb_read_data,
    output reg [63:0] wb_alu_result,
    output reg [4:0] wb_rd_addr,
    output reg wb_reg_write,
    output reg wb_mem_read
);
    always @(posedge clk) begin
        if (rst || flush_if_id) begin
            id_pc <= 64'b0;
            id_instruction <= 32'b0;
        end
        else if (!stall_if_id) begin
            id_pc <= if_pc;
            id_instruction <= if_instruction;
        end
    end
    always @(posedge clk) begin
        if (rst || flush_id_ex) begin
            ex_rs1_data <= 64'b0;
            ex_rs2_data <= 64'b0;
            ex_immediate <= 64'b0;
            ex_rs1_addr <= 5'b0;
            ex_rs2_addr <= 5'b0;
            ex_rd_addr <= 5'b0;
            ex_funct3 <= 3'b0;
            ex_funct7 <= 7'b0;
            ex_mem_read <= 1'b0;
            ex_mem_write <= 1'b0;
            ex_reg_write <= 1'b0;
            ex_alu_src_b_sel <= 1'b0;
        end
        else if (!stall_id_ex) begin
            ex_rs1_data <= id_rs1_data;
            ex_rs2_data <= id_rs2_data;
            ex_immediate <= id_immediate;
            ex_rs1_addr <= id_rs1_addr;
            ex_rs2_addr <= id_rs2_addr;
            ex_rd_addr <= id_rd_addr;
            ex_funct3 <= id_funct3;
            ex_funct7 <= id_funct7;
            ex_mem_read <= id_mem_read;
            ex_mem_write <= id_mem_write;
            ex_reg_write <= id_reg_write;
            ex_alu_src_b_sel <= id_alu_src_b_sel;
        end
    end
    always @(posedge clk) begin
        if (rst || flush_ex_mem) begin
            mem_alu_result <= 64'b0;
            mem_write_data <= 64'b0;
            mem_rd_addr <= 5'b0;
            mem_mem_read <= 1'b0;
            mem_mem_write <= 1'b0;
            mem_reg_write <= 1'b0;
        end
        else if (!stall_ex_mem) begin
            mem_alu_result <= ex_alu_result;
            mem_write_data <= ex_rs2_data_fwd;
            mem_rd_addr <= ex_rd_addr;
            mem_mem_read <= ex_mem_read;
            mem_mem_write <= ex_mem_write;
            mem_reg_write <= ex_reg_write;
        end
    end
    always @(posedge clk) begin
        if (rst || flush_mem_wb) begin
            wb_read_data <= 64'b0;
            wb_alu_result <= 64'b0;
            wb_rd_addr <= 5'b0;
            wb_reg_write <= 1'b0;
            wb_mem_read <= 1'b0;
        end
        else if (!stall_mem_wb) begin
            wb_read_data <= mem_read_data;
            wb_alu_result <= mem_alu_result_in;
            wb_rd_addr <= mem_rd_addr;
            wb_reg_write <= mem_reg_write;
            wb_mem_read <= mem_mem_read;
        end
    end
endmodule

==> flow_summary.yaml <==
# flow metrics
final_timing:
  tns_ps: 0
  finalHoldViolCount: 0
  skew_ps: 34.65
  slew_viol_final: 0
  fmax_mhz: 247.7
  setup_ws_ps: 5763
  relSlewSlack: 0.4281
  layout_min_cycle_time_ps: 4037
  rsz0062_at_grt: "false"
  worst_pin_slew_ps: 857.8
  setup_viol: 0
  finalCritPeriodShare: 0.4119
critical_path:
  crit_type: "input pin to flop"
  crit_start: "rst"
  critPathSlowestCell: "clkdlybuf4s50_1"
  crit_family: "buffers and inverters"
  crit_chain: "clkdlybuf4s50_1, or2_4, buf_4, buf_4, nor2_1"
  crit_top_cell: "buf_4"
  worstSetupEndpointType: "flop"
  arrival_ps: 4590
  worstPathRequired_ps: 10350
  critPathMaxFanout: 53
  crit_buf_inv: 3
  max_stage_delay_ps: 660
  rrSetupSlack_ps: 9040
  startpoint_type: "input pin"
  worstReg2RegStart: "mem_rd_addr[3]"
final_layout:
  regArea_um2: 11770
  fin_cells: 5656
  synthToLayoutAreaGrowth_pct: 80.54
  fin_area_um2: 37720
  postLayoutCoreUtil: 0.1959
  fillers: 20793
  drive_gt1_frac: 0.05029
  combGateArea_um2: 8128
floorplan:
  chipArea_um2: 211600
  floorplan.core_util: 0.1085
  core_um2: 192600
  die.size.y_um: 460
  num_io_pins: 1171
  die_x_um: 460
  num_rows: 161
global_routing:
  grt_pass1_vias: 18391
  grt_use_total: 0.1518
  grt_pass1_wl_mm: 204.4
  overflow: 0
  antenna_found_initial: 191
  grt_start_max_net_pins: 133
yosys:
  synth_stat.cells: 1900
  ys_ff: 588
  ys_seq_share: 0.5634
  netlist_area_um2: 20900
  yosysTopAreaCellShare: 0.5634
  edf_count: 0
  yosys_warnings: 1
  synthTopCellsByCount: "dfxtp_1 (588), mux2i_1 (588), nor2_1 (588)"
  synthTopCellsByArea: "dfxtp_1 (56%), mux2i_1 (28%), nor2_1 (11%), buf_6 (2.5%), buf_4 (1.1%)"
  syn_area_per_cell_um2: 11.00
  synth_top_flop_cell: "dfxtp_1"
  netlist_instances: 1900
  synth.distinct_cells: 8
  async_reset_ff_frac: 0
  synth_area_leader_cell: "dfxtp_1"
  yosysChipArea_um2: 20900
route:
  avgViaCountPerCell: 3.321
  wl_per_cell_um: 29.34
  drt_wl_total_mm: 165.9
  route.detailed.drc: 0
  postRouteAntennaNets: 0
  dr.first_iter.drc_count: 951
  firstDrtPassIters: 6
  vias: 18781
placed_design:
  placed_area_um2: 34950
  io_buffers: 1170
  dp_cells: 5484
  place_congestion: 0.8920
  dp_slack_ps: 5028
  post-dp-hpwl_mm: 142.8
clocking:
  path_clk_slew_ps: 50
  h-tree-depth: 3
  clock_path_buffers: 3
  cts_setup_buffers: 0
  cts_root_buf: "clkbuf_16"
  cts_tree: "built"
  cts_resized: 0
  cts_hold_repair.buffers: 0
  clk_latency_ps: 710
  cts_buffers: 79
  cts.sinks: 588
worst_hold_path:
  holdCritPathClass: "flop to flop"
  min_from: "wb_alu_result[41]"
power:
  power.density_nw_per_um2: 166.4
  p_leak_nw: 14.74
  ir_drop_v: 0.0001335
status:
  status: "completed"
flow_run:
  maxCapViolCount: 0
  warning_count: 29
logic make-up after synthesis:
family        Yosys count  synth area share
simple gates          592            0.1068
buf+inv               132           0.04814
mux                   588            0.2817
flops                 588            0.5634
area by class of cell:
class,instances,area share
well taps,2526,0.08378
clock buffers,113,0.06056
flip-flops and latches,588,0.3120
repair buffers,1190,0.3152
clock inverters,31,0.01114
diodes,28,0.001857
multi-input cells,1180,0.2155
tightest hold or removal path, cell delays in order, from the launching register on:
cell and delay [ps]:
dfxtp_1 320, mux2i_1 70, nor2_1 70
state kept, by name, indices dropped and copies added, names as in the netlist, 3 cells and up:
signal and count:
ex_funct3 3, ex_funct7 7, ex_immediate 64, ex_rd_addr 5
ex_rs1_addr 5, ex_rs1_data 64, ex_rs2_addr 5, ex_rs2_data 64
id_instruction 32, id_pc 64, mem_alu_result 64, mem_rd_addr 5
mem_write_data 64, wb_alu_result 64, wb_rd_addr 5, wb_read_data 64
worst paths after layout:
path / to / cells past startpoint
setup reg to reg: mem_rd_addr[3] / 2
hold / removal: wb_alu_result[41] / 2
setup / recovery: mem_write_data[29] / 5
hold reg to reg: wb_alu_result[41] / 2
metrics by stage:
stage / hold slack, ps / total power [mW]
finish: 487.1 / 6.279
global route: 515.9 / 6.549
detailed placement: 482.1 / 3.320
CTS: 493.2 / 6.428
global placement: 472.8 / 3.314
floorplan: 440.0 / 2.804
layout by cell type, fill, tap and decap left out:
cell,instances
buf_6,1
clkbuf_16,79
buf_12,1
buf_8,2
mux2i_1,588
clkinv_4,6
or2_4,4
clkbuf_8,19
bufinv_16,3
inv_6,2
diode_2,28
clkbuf_1,16
clkdlybuf4s50_1,1166
inv_16,3
clkinv_16,4
dfxtp_1,588
nor2_1,588
clkinvlp_4,6
buf_4,19
clkinv_2,7
report_power, final:
part / internal, mW / switching [mW] / total (mW)
Clock: 1.73 / 1.29 / 3.02
Combinational: 0.449 / 0.292 / 0.741
Sequential: 2.47 / 0.0440 / 2.51
metal layers:
layer / vias up / wire length, um / global-route usage
met1: 8516 / 56770 / 0.1616
met3: 328 / 36540 / 0.1507
met4: 154 / 4348 / 0.02723
li1: 8657 / - / -
met5: - / 991 / 0
met2: 1126 / 67290 / 0.2154
Power figures rest on the tool's default switching activity, not on a simulated workload.
