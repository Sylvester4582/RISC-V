**/design/flow/design.v**
```verilog
module adder_64bit(
    input [63:0] a,
    input [63:0] b,
    input cin,
    output [63:0] sum,
    output cout
);
    wire [64:0] carry;  
    assign carry[0] = cin;
    genvar i;
    generate
        for(i = 0; i < 64; i = i +1) begin : adders
            full_adder fa(
                .a(a[i]),
                .b(b[i]),
                .cin(carry[i]),
                .sum(sum[i]),
                .cout(carry[i+1])
            );
        end
    endgenerate
    assign cout = carry[64];
endmodule
module full_adder(
    input a,
    input b,
    input cin,
    output sum,
    output cout
);
    wire temp1, temp2, temp3;
    xor(temp1, a, b);
    xor(sum, temp1, cin);
    and(temp2, a, b);
    and(temp3, cin, temp1);
    or(cout, temp2, temp3);
endmodule
```
**/design/flow/run.sh**
```bash
#!/bin/bash
# OpenROAD 26Q1-2900-gdf79404cd8, Yosys 0.63+post, stock flow scripts
make -C /OpenROAD-flow-scripts/flow DESIGN_CONFIG=/design/flow/config.mk WORK_HOME=/design/flow/orfs finish
```
**/design/flow/config.mk**
```make
export PLATFORM = sky130hd
export DESIGN_NAME = adder_64bit
export DESIGN_NICKNAME = adder_64bit
export VERILOG_FILES = /design/flow/design.v
export SDC_FILE = /design/flow/constraint.sdc
export NUM_CORES = 4
export LEC_CHECK = 1
export CORE_UTILIZATION = 30
```
**/design/flow/constraint.sdc**
```tcl
current_design adder_64bit

set clk_period 62.5
set clk_io_pct 0.2

create_clock -name clk0 -period $clk_period

set non_clock_inputs [all_inputs -no_clocks]
set_input_delay [expr $clk_period * $clk_io_pct] -clock clk0 $non_clock_inputs
set_output_delay [expr $clk_period * $clk_io_pct] -clock clk0 [all_outputs]
```
==> run summary <==
total via count in the routed design - 1368
worst hold slack after final layout - 26040 ps
CP required - 50000 ps
most frequent cells after synthesis - 64 x sky130_fd_sc_hd__buf_4, 64 x sky130_fd_sc_hd__fa_1, 10 x sky130_fd_sc_hd__inv_1
number of hold-slack violations in the final timing report - 0
Sw Ratio - 24.28%
via count of the first global-routing pass - 1605
Layout Area Growth over Synthesis - 86.23%
cell type contributing the most total cell area after synthesis - sky130_fd_sc_hd__fa_1
power per standard cell area - 9.858 nW/µm²
final-report setup violation count - 0
startpoint types - input port
setup repair after global routing missed its margin - false
slowest library cell on the worst path - sky130_fd_sc_hd__clkdlybuf4s50_1
estimated wirelength of the detail-placed design - 4.563 mm
Tmin final - 50960 ps
sequential cell count - 0
leakage power figure - 0.001279 µW
number of antenna violations at the first check in global routing - 0
sequential element share of the synthesized area - 0%
total detailed-routing wirelength - 4.598 mm
ys cells - 138
tool warning count - 33
number of max-capacitance violations reported - 0
wire length of the first global-routing pass - 7.314 mm
cell repeated most along the worst path - sky130_fd_sc_hd__fa_1
Mapped Avg Cell Area - 13.04 µm²
total placed cells including tap cells - 340
Die Y - 79.45 µm
Net Switching - 8.019 µW
number of standard cells after synthesis - 138
Pint - 25.01 µW
DRC violation total after the first TritonRoute iteration - 4
kind of critical path - input port to output pin
area share, top type - 71.21%
combinational power share - 100.0%
Yosys Warn Count - 0
worst min-delay path class - input port to output pin
sequential group share of total power - 0%
transition time at the pin with the least slew margin - 120.9 ps
highest net fanout along the worst path - 1
total of clock buffers placed in the layout - 0
FF/Latch Area - 0 µm²
post-cts resize count - 0
Die X-Extent - 79.45 µm
clock network fraction of total power - 0%
vias per std cell - 4.024
number of top-level pins - 194
area of the mapped netlist - 1799 µm²
kind of end point of the critical path - output pin
cells taking the most area after synthesis - sky130_fd_sc_hd__fa_1 71%, sky130_fd_sc_hd__buf_4 27%, sky130_fd_sc_hd__inv_1 2.1%
Cells on Worst Hold Path - 5
final antenna diode count - 0
fraction of layout cells with a size suffix above 1 - 0%
aggregate negative setup slack - 0 ps
multi-input gate area in the final layout - 1281 µm²
number of filler instances in the final layout - 487
yosys synthesis chip area - 1799 µm²
Detail Route Antenna Nets - 0
max-slew violations - 0
global router's overall resource usage - 16.22%
non-filler cells, final - 340
Max Freq - 19.62 MHz
post-layout period usage - 81.54%
overall chip area - 6312 µm²
worst supply voltage drop on vdd - 5.103 µV
routability cong. - 0.7814
outcome - completed
count of input and output buffers - 194
# rows - 27
DRC violation count after routing - 0
Post-CTS Hold Fix Bufs - 0
TritonRoute pass-1 iters - 2
pin count of the biggest net entering global routing - 2
routed len/inst - 13.52 µm
longest individual stage delay on the worst path - 450 ps
Setup Fix Bufs, Post-CTS - 0
Worst Path Arrival - 38460 ps
area of the placeable core - 5642 µm²
worst slew margin relative to its limit - 91.92%
Overflow after GRT - 0
effective utilization at floorplan - 31.89%
Unique masters post-synth - 3
-- final cells by class --
| class | instances | area share, % |
|---|---|---|
| Timing Repair Buffer | 194 | 57.95 |
| Inverter | 10 | 1.120 |
| Tap cell | 72 | 2.689 |
| Multi-Input combinational cell | 64 | 38.24 |
-- power by group through the flow --
stage / combinational (µW) / clock, µW / sequential (µW)
4_1_cts: 33.9 / 0 / 0
5_1_grt: 37.6 / 0 / 0
6_report: 33.0 / 0 / 0
-- critical path, delay by kind of cell --
| kind | cells | cell delay (ps) |
|---|---|---|
| buffers and inverters | 6 | 1140 |
| adders and majority gates | 64 | 24780 |
-- stage by stage --
stage               total power (µW)  util (%)  setup WS, ps  cell area [µm²]
detailed placement             33.80     59.39         11530             3351
finish                         33.03     59.39         11540             3351
global placement               33.72     59.39         11540             3351
floorplan                      16.64         -         13130             1799
CTS                            33.93     59.39         11450             3351
global route                   37.58     59.39         10540             3351
-- final timing paths --
| check | from | to | slack (ps) |
|---|---|---|---|
| worst max-delay path | a[0] | sum[63] | 11540 |
| worst min-delay path | b[63] | cout | 26040 |
-- layer usage --
metal	wire length (µm)	track usage [%]
met1	1220	17.19
met2	2428	29.32
met3	892	8.701
met4	57	1.455
met5	0	0
-- cells by family (layout without fill, tap and decap cells) --
kind of cell	count (synthesis)	in the layout	synth area share, %
adders and majority gates	64	64	71.21
buffers and inverters	74	204	28.79
-- cell usage in the layout (no fill, tap or decap) --
cell type                         Yosys  routed
sky130_fd_sc_hd__inv_1               10      10
sky130_fd_sc_hd__clkdlybuf4s50_1      0     194
sky130_fd_sc_hd__fa_1                64      64
Power is estimated from default activity; no workload was simulated.
