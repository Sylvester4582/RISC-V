==> flow/design.v <==
module shift_operators(
    input [63:0] a,
    input [63:0] b,  
    output reg [63:0] sll_final,
    output reg [63:0] srl_final,
    output reg [63:0] sra_final
);
    reg [63:0] temp_sll;
    reg [63:0] temp_srl;
    reg [63:0] temp_sra;
    always @(*) begin
        temp_sll = a;
        temp_srl = a;
        temp_sra = a;
        if (|b[63:6]) begin
            temp_sll = 64'b0;
            temp_srl = 64'b0;
            temp_sra = {64{a[63]}};
        end
        else begin
            if (b[0]) temp_sll = {temp_sll[62:0], 1'b0};
            if (b[1]) temp_sll = {temp_sll[61:0], 2'b0};
            if (b[2]) temp_sll = {temp_sll[59:0], 4'b0};
            if (b[3]) temp_sll = {temp_sll[55:0], 8'b0};
            if (b[4]) temp_sll = {temp_sll[47:0], 16'b0};
            if (b[5]) temp_sll = {temp_sll[31:0], 32'b0};
            if (b[0]) temp_srl = {1'b0, temp_srl[63:1]};
            if (b[1]) temp_srl = {2'b0, temp_srl[63:2]};
            if (b[2]) temp_srl = {4'b0, temp_srl[63:4]};
            if (b[3]) temp_srl = {8'b0, temp_srl[63:8]};
            if (b[4]) temp_srl = {16'b0, temp_srl[63:16]};
            if (b[5]) temp_srl = {32'b0, temp_srl[63:32]};
            if (b[0]) temp_sra = {temp_sra[63], temp_sra[63:1]};
            if (b[1]) temp_sra = {{2{temp_sra[63]}}, temp_sra[63:2]};
            if (b[2]) temp_sra = {{4{temp_sra[63]}}, temp_sra[63:4]};
            if (b[3]) temp_sra = {{8{temp_sra[63]}}, temp_sra[63:8]};
            if (b[4]) temp_sra = {{16{temp_sra[63]}}, temp_sra[63:16]};
            if (b[5]) temp_sra = {{32{temp_sra[63]}}, temp_sra[63:32]};
        end
        sll_final = temp_sll;
        srl_final = temp_srl;
        sra_final = temp_sra;
    end
endmodule
==> flow/run.sh <==
#!/bin/bash
# OpenROAD 26Q1-2900-gdf79404cd8, Yosys 0.63+post, stock flow scripts
make -C /OpenROAD-flow-scripts/flow DESIGN_CONFIG=/design/flow/config.mk WORK_HOME=/design/flow/orfs finish
==> flow/config.mk <==
export PLATFORM = sky130hd
export DESIGN_NAME = shift_operators
export DESIGN_NICKNAME = shift_operators
export VERILOG_FILES = /design/flow/design.v
export SDC_FILE = /design/flow/constraint.sdc
export NUM_CORES = 4
export LEC_CHECK = 1
export CORE_UTILIZATION = 30
==> flow/constraint.sdc <==
current_design shift_operators

set clk_period 17.5
set clk_io_pct 0.2

create_clock -name clk0 -period $clk_period

set non_clock_inputs [all_inputs -no_clocks]
set_input_delay [expr $clk_period * $clk_io_pct] -clock clk0 $non_clock_inputs
set_output_delay [expr $clk_period * $clk_io_pct] -clock clk0 [all_outputs]
==> reports/qor.csv <==
stage,metric,value,unit
clock_network,postCtsSetupBuffers,0,
clock_network,ctsResizeCount,0,
final_timing,finalSetupViolCount,0,
logic_synthesis,netlist_instances,1257,
layout,fillCellCount,3329,
drt,firstDrtPassIters,6,
critical_path,crit_type,in -> out,
drt,wirelength,60740,um
logic_synthesis,yosysUniqueCellTypes,75,
critical_path,cp_slowest_stage_delay,630,ps
final_timing,max_slew.worst_pin.slew,965.9,ps
logic_synthesis,avgSynthCellArea,8.000,sq um
power_and_ir_drop,switching_power,239.8,uW
drt,drtAntennaViolNets,0,
drt,drc,0,
layout,clock_buffer_count,0,
job,drv_cap,0,
global_route,track_usage,35.87,%
layout,drive_gt1_share,17.96,%
layout,ff_latch_area,0,sq um
power_and_ir_drop,power.internal,163.4,uW
logic_synthesis,yosysCellCount,1257,
global_route,antenna_found_initial,4,
logic_synthesis,largest_area_cell,mux4_2,
die,core_region_area,32780,sq um
layout,final_area,13250,sq um
die,fp.dieArea,34260,sq um
outcome,outcome,"finished, final reports clean",
final_timing,post-route-period-util,62.56,%
placed_design,hpwl,47000,um
final_timing,finalHoldViolCount,0,
die,fp-utilization,30.67,%
placed_design,place_congestion,1.036,
critical_path,crit_path_max_fanout,49,
layout,fin_util,40.43,%
drt,wire_per_inst,31.78,um
final_timing,max_freq,91.34,MHz
critical_path,crit_arrival,7450,ps
global_route,grt_overflow,0,
drt,drtIter0Drc,1555,
critical_path,crit_path_start_kind,primary input,
die,fp.dieW,185.1,um
critical_path,crit_top_cell,buf_4,
final_timing,fin_hold_ws,7872,ps
logic_synthesis,yosysWarningCount,1,
critical_path,crit_chain,"buf_4, buf_4, buf_4, mux4_2, mux2_2, mux2i_1, nor2_1, nor4_2, a221oi_1, clkdlybuf4s50_1",
logic_synthesis,ys_seq_share,0,%
layout,flops,0,
logic_synthesis,top_cell,nor2_1,
placed_design,portBuffers,320,
logic_synthesis,top_cells_by_count,"nor2_1, nand2_1, mux4_2",
logic_synthesis,area_leaders,"mux4_2, mux2i_1, mux2_2",
critical_path,required,14000,ps
power_and_ir_drop,cellLeakagePower,4.597,nW
global_route,grt_first_pass_wirelength,85420,um
clock_network,cts_hold_buf,0,
logic_synthesis,top_area_share,29.34,%
die,die-height,185.1,um
global_route,grt_max_degree,72,
drt,vias_per_cell,6.694,
layout,area_growth_syn_to_layout,31.80,%
final_timing,slew_violations,0,
layout,logic_area,9254,sq um
die,io-pin-count,320,
critical_path,critPathBufInv,4,
final_timing,min_period,10950,ps
drt,via_count,12790,
logic_synthesis,synth_area,10060,sq um
placed_design,dpl_cell_area,13240,sq um
global_route,first_global_vias,12050,
critical_path,slowest_stage,nor4_2,
power_and_ir_drop,power_density,30.43,nW/um^2
final_timing,setup_tns,0,ps
final_timing,max-slew-margin-rel,34.93,%
job,warnings,32,
final_timing,rsz0062_at_grt,no,
power_and_ir_drop,switching_share,59.47,%
power_and_ir_drop,ir_worst_vdd,0.00002643,V
critical_path,cp-end-kind,output pin,
critical_path,crit_family,buffers and inverters,
die,rows,66,
logic_synthesis,ys_chip_area,10060,sq um
min_path,worstHoldPathType,in -> out,
through the flow:
step	setup WS [ps]	cells	power (mW)
floorplan	8684	1257	0.2326
global placement	6734	1906	0.3908
detailed placement	6740	1906	0.3875
CTS	6726	1906	0.3891
global route	6465	1910	0.4196
finish	6552	1911	0.4033
cell families after synthesis:
family	Yosys count	share of synthesized area [%]
buffers and inverters	151	8.100
AOI/OAI and AO/OA	356	23.78
and+or+nand+nor	450	19.71
muxes	300	48.41
power by group through the flow:
stage / Clock, mW / Combinational, mW / Sequential, mW
CTS: 0 / 0.389 / 0
global route: 0.0000000209 / 0.420 / 0
layout by cell type (no fill, tap or decap), drive strengths merged, types with 4 or more instances in the layout:
cell type | Yosys | routed
o21ai | 76 | 76
diode | 0 | 5
nand2b | 12 | 12
a31oi | 14 | 14
o22ai | 18 | 18
a31o | 5 | 5
a211oi | 32 | 32
mux2 | 62 | 62
nor2 | 177 | 177
a22o | 7 | 7
o21a | 7 | 7
a21o | 11 | 11
and3 | 10 | 10
and2 | 17 | 17
nand3 | 29 | 29
buf | 73 | 32
a22oi | 15 | 15
clkdlybuf4s50 | 0 | 314
nand2 | 144 | 144
a211o | 4 | 4
nor2b | 5 | 5
inv | 11 | 10
nor3 | 23 | 23
o221ai | 17 | 17
mux4 | 140 | 140
o211ai | 22 | 22
a21oi | 78 | 78
nor4 | 16 | 16
o221a | 4 | 4
mux2i | 98 | 98
a221oi | 12 | 12
a311oi | 5 | 5
a221o | 4 | 4
or2 | 11 | 11
worst min-delay path, delay by kind of cell:
kind,cells,cell delay [ps]
buffers and inverters,2,720
AND-OR/OR-AND,1,140
metal layers:
metal / global-route usage (%) / up-vias / routed length [um]
li1: - / 5361 / -
met1: 48.95 / 6170 / 23840
met2: 51.67 / 1136 / 25950
met3: 15.19 / 125 / 8761
met4: 11.87 / 0 / 2180
met5: 0 / - / 0
area by class of cell:
class,instances,area share (%)
multi-input combinational,1106,69.82
antenna,5,0.09440
inverter,11,0.3210
tap,442,4.173
timing repair buffer,347,25.59
path summary, 6_finish.rpt:
check                 from       endpoint  slack (ps)  cells after the start
worst max-delay path  b[3]  sra_final[14]        6550                     10
worst min-delay path  b[5]  sll_final[55]        7870                      3
Power is estimated from default activity; no workload was simulated.
